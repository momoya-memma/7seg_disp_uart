**flow/run.sh**
```bash
#!/bin/bash
# OpenROAD 26Q1-2900-gdf79404cd8, Yosys 0.63+post, stock flow scripts
make -C /OpenROAD-flow-scripts/flow DESIGN_CONFIG=/design/flow/config.mk WORK_HOME=/design/flow/orfs finish
```
**flow/design.v**
```verilog
`timescale 1ns / 1ps
module receive_uart_rx(
	input wire clk
	, input wire rst 
	, input wire receive_signal
	, output reg [7:0] receive_data
	, output reg received_toggle_signal);
    parameter STATE_IDLE = 0;
    parameter STATE_1ST_NEGEDGE = 1;
    parameter STATE_FETCH_DATA = 2;
    parameter STATE_WAIT_1PERIOD = 3;
    parameter CLOCK_UART = 10416 ;  
    parameter CLOCK_UART_HALF = CLOCK_UART / 2;  
    reg [3:0] state;
    reg [16:0] uart_counter;
    reg [7:0] data_counter;
    reg [7:0] receive_data_buf;
    always @ (posedge clk) begin
        if(rst == 0) begin
            receive_data <= 8'b0;
            state <= 4'b0;
            uart_counter <= 17'b0;
            data_counter <= 8'b0; 
            received_toggle_signal <= 0; 
        end else begin
            if(state == STATE_IDLE) begin 
                if(receive_signal == 0) begin
                    state <= STATE_1ST_NEGEDGE;
                end
            end else if(state == STATE_1ST_NEGEDGE) begin 
                if(uart_counter > CLOCK_UART+CLOCK_UART_HALF) begin
                    state <= STATE_FETCH_DATA;
                    uart_counter <= 17'b0;
                end else begin
                    uart_counter <= uart_counter+ 17'b1;                
                end
            end else if(state == STATE_FETCH_DATA) begin
                if(data_counter == 4'h8) begin
                    data_counter <= 4'b0;
                    receive_data <= receive_data_buf;
                    received_toggle_signal <= ~received_toggle_signal;
                    state <= STATE_IDLE;
                end else begin
                    receive_data_buf[data_counter] <= receive_signal;
                    state <= STATE_WAIT_1PERIOD;
                end
            end else if(state == STATE_WAIT_1PERIOD) begin 
                if(uart_counter > CLOCK_UART) begin
                    data_counter <= data_counter+4'b1;
                    state <= STATE_FETCH_DATA;
                    uart_counter <= 17'b0;
                end else begin
                    uart_counter <= uart_counter+ 17'b1;                
                end
            end
        end
    end
endmodule
```
**flow/config.mk**
```make
export PLATFORM = sky130hd
export DESIGN_NAME = receive_uart_rx
export DESIGN_NICKNAME = receive_uart_rx
export VERILOG_FILES = /design/flow/design.v
export SDC_FILE = /design/flow/constraint.sdc
export NUM_CORES = 4
export LEC_CHECK = 1
export CORE_UTILIZATION = 50
```
**flow/constraint.sdc**
```tcl
current_design receive_uart_rx

set clk_period 3.7
set clk_io_pct 0.2

create_clock -name clk0 -period $clk_period [get_ports {clk}]

set non_clock_inputs [all_inputs -no_clocks]
set_input_delay [expr $clk_period * $clk_io_pct] -clock clk0 $non_clock_inputs
set_output_delay [expr $clk_period * $clk_io_pct] -clock clk0 [all_outputs]
```
==> run summary <==
flow finished, numbers: cell count after synthesis=265, number of clock sinks=between 40 and 50, post-synthesis instance area=roughly 2400 sq um, share of flip-flops with an asynchronous set or reset after synthesis=0%, Max-slew headroom=roughly half, maximum number of pins on one net before global-route repair=17, antenna violation net count after detailed routing=0, vias per std cell=roughly 5.9, number of synthesized register bits=approximately 46, leakage component of the power=roughly 0.00088 uW, Simple Share, Synth=between 20% and 30%, time the final worst path needs with I/O delays and setup=about 2.5 ns, yosys-reported design area after synthesis=~2400 sq um, number of warnings reported in the yosys synthesis log=1, count of instantiated cells in the yosys netlist=265, via count of the first global-routing pass=1794, number of buffers inserted during clock tree synthesis=5, WP data arrival=about 2.6 ns, most frequently used flop master after synthesis=dfxtp_1, Final setup violation count=0, actual transition at the worst max-transition pin=roughly 0.73 ns, quantity of hold-fixing buffers added after cts=0, drt wl/cell=14.6 um, tightest hold margin=approximately 0.48 ns, dominant non-sequential cell family after synthesis=simple AND/OR/NAND/NOR gates, wire length of the first global-routing pass=between 8000 and 9000 um, fraction of final layout cells sized beyond drive strength 1=10.3%, Tightest Hold Check Type=reg -> reg, achievable frequency=401 MHz, number of different library cells in the post-synthesis netlist=roughly 55, most frequent logic cell in the layout=nor2_1, vertical die dimension=71.6 um, cell at the root of the clock tree=clkbuf_8, maximum number of buffers from clock root to sink=2, total negative setup slack=0 ns, first-pass iteration count of the detailed router=4, final hold vios=0, HPWL reported at the end of detailed placement=around 3400 um, number of OpenROAD warnings=28, share of the core filled by cells before placement=~54%, area growth from synthesis to final layout=9.19%, Top-Level Pins=12, via count=about 1900, Req. time, crit path=about 3.8 ns, htree depth=2, RSZ-0062 raised after global routing=no, highest-count cells in the layout ignoring fill and taps=nor2_1, dfxtp_1, nand2_1, clock network latency to the later pin of the worst-skew pair=0.29 ns, outcome=finished, final reports clean, final weighted congestion in routability-driven placement=approximately 0.91, EDFF count, synth=8, GRT Resource Usage Total=a little over a fifth, number of slew-limit violations in the final report=0, number of max-cap violations=0, post-synthesis adder-cell area fraction=2.07%, Die Width=71.6 um, CP endpoint kind=register, number of standard-cell rows in the floorplan=24, crit-path cells=inv_1, ha_1, nor3_1, nand2_1, nor4_1, mux2_2, area of the core region=between 4000 and 5000 sq um, master of the slowest instance on the critical path=dfxtp_1, portion of netlist area occupied by mux cells=7.49%, power per cell area=between 300 and 400 nW/um^2, clock-pin slew on the worst setup and hold paths=approximately 0.090 ns, nature of the critical path startpoint=register, largest fanout on the critical path=12, number of diodes=0, maximum resistive drop on vdd=roughly 0.00022 V, number of post-CTS setup repair buffers=0, Mapped Avg Cell Area=approximately 9.1 sq um, First DRT Iteration DRCs=94, post-synthesis share of cell area spent on xor and xnor gates=roughly 4.7%, Port-buffer cells=11, aggregate global routing overflow=0, Post-CTS Resized=0, Setup CP Type=reg -> reg, number of antenna violations at the first check in global routing=0, remaining routing DRC violations=0, post-synthesis sequential area ratio=roughly 41%, post-layout period usage of the worst path=just under 70%, CTS tree=built, die outline area=approximately 5100 sq um, and-or/or-and share of the synthesized area=14.4%, Clock Skew=approximately 0.0062 ns, routed wire length=4760 um, highest cell delay on the worst timing path=around 0.55 ns
==> logic make-up after synthesis <==
group | Yosys count
AND-OR/OR-AND | 45
multiplexers | 17
buffers and inverters | 21
flip-flops | 46
AND/OR/NAND/NOR | 119
adder cells (fa/ha/maj) | 4
XOR/XNOR | 13
==> cell type report <==
| class | count | area (sq um) |
|---|---|---|
| clock buffers | 7 | 86.3 |
| flip-flops and latches | 46 | 1000 |
| repair buffers | 11 | 110 |
| fillers | 399 | 1860 |
| multi-input cells | 198 | 1320 |
| clock inverters | 1 | 30.0 |
| inverters | 10 | 37.5 |
| well taps | 52 | 65.1 |
==> through the flow <==
| step | setup WS (ns) | area, sq um | cells | utilization [%] | power (uW) |
|---|---|---|---|---|---|
| floorplan | 1.48 | 2420 | 265 | - | 545 |
| global placement | 1.25 | 2530 | 317 | 56.1 | 554 |
| detailed placement | 1.22 | 2530 | 317 | 56.1 | 553 |
| CTS | 1.26 | 2650 | 325 | 58.7 | 939 |
| global route | 1.05 | 2650 | 325 | 58.7 | 961 |
| finish | 1.21 | 2650 | 325 | 58.7 | 926 |
==> power by group <==
part / internal, uW / switching [uW]
Clock: 220 / 164
Combinational: 9.12 / 19.6
Sequential: 509 / 3.91
Total: 739 / 188
==> synth_stat cells, drive strengths merged (4+ instances only) <==
cell type,count,area [sq um]
nand2b,5,31.3
xnor2,7,61.3
clkbuf,6,23.8
nor2,39,146
and4,4,36.3
edfxtp,8,240
and3,6,38.8
or3,4,25.0
buf,5,45.0
nand4,5,31.3
dfxtp,38,761
nor3,11,55.1
nand2,16,60.1
nor4,4,25.0
nand3,11,55.1
mux2i,8,80.1
ha,4,50.1
xor2,6,52.6
a21oi,9,45.0
inv,10,37.5
mux2,9,101
o21ai,11,58.8
a31oi,5,31.3
==> flip-flops by register name, summed over array words and instances, names as in the netlist <==
register / flops
uart_counter: 17
receive_data: 8
received_toggle_signal: 1
receive_data_buf: 8
state: 4
data_counter: 8
==> critical path: cells and delay by family (launching register included) <==
kind	cells	cell delay, ns
buffers and inverters	1	0.17
and+or+nand+nor	3	0.78
DFF	1	0.55
muxes	1	0.37
adders and majority gates	1	0.38
==> final timing paths <==
path,start,to,slack [ns],cells past startpoint
setup / recovery,data_counter[0]$_SDFFE_PN0P_,receive_data_buf[0]$_DFFE_PP_,1.21,6
setup reg to reg,data_counter[0]$_SDFFE_PN0P_,receive_data_buf[0]$_DFFE_PP_,1.21,6
hold reg to reg,uart_counter[16]$_SDFFE_PN0P_,uart_counter[16]$_SDFFE_PN0P_,0.48,2
hold / removal,uart_counter[16]$_SDFFE_PN0P_,uart_counter[16]$_SDFFE_PN0P_,0.48,2
==> metal layers <==
metal | global-route usage (%) | vias to the layer above | routed length, um
met5 | 0 | - | 0
met1 | 37.2 | 912 | 2570
met3 | 3.28 | 2 | 186
met2 | 29.0 | 40 | 1980
li1 | - | 975 | -
met4 | 2.40 | 0 | 23
Power and IR drop assume default switching activity.
