==> flow/run.sh <==
#!/bin/bash
# OpenROAD 26Q1-2900-gdf79404cd8, Yosys 0.63+post, stock flow scripts
make -C /OpenROAD-flow-scripts/flow DESIGN_CONFIG=/design/flow/config.mk WORK_HOME=/design/flow/orfs finish
==> flow/config.mk <==
export PLATFORM = sky130hd
export DESIGN_NAME = convert_num_to_segment
export DESIGN_NICKNAME = convert_num_to_segment
export VERILOG_FILES = /design/flow/design.v
export SDC_FILE = /design/flow/constraint.sdc
export NUM_CORES = 4
export LEC_CHECK = 1
export CORE_AREA = 10 10 70 70
export DIE_AREA = 0 0 80 80
==> flow/constraint.sdc <==
current_design convert_num_to_segment

set clk_period 1.2
set clk_io_pct 0.2

create_clock -name clk0 -period $clk_period [get_ports {clk}]

set non_clock_inputs [all_inputs -no_clocks]
set_input_delay [expr $clk_period * $clk_io_pct] -clock clk0 $non_clock_inputs
set_output_delay [expr $clk_period * $clk_io_pct] -clock clk0 [all_outputs]
==> flow/design.v <==
`timescale 1ns / 1ps
module convert_num_to_segment(
	input wire clk
	, input wire rst
	, input wire [3:0] num
	, output reg [6:0] segment);
    always @(posedge clk) begin 
        if(rst == 0) begin
            segment <= 0;
        end else begin
            segment <= segdec(num);
        end
    end
    function [6:0] segdec; 
        input [7:0] din;
        begin
            case(din)
                4'h0 : segdec = 7'b0111111;
                4'h1 : segdec = 7'b0000110;
                4'h2 : segdec = 7'b1011011;
                4'h3 : segdec = 7'b1001111;
                4'h4 : segdec = 7'b1100110;
                4'h5 : segdec = 7'b1101101;
                4'h6 : segdec = 7'b1111101;
                4'h7 : segdec = 7'b0100111;
                4'h8 : segdec = 7'b1111111;
                4'h9 : segdec = 7'b1101111;
                4'hA : segdec = 7'b1110111; 
                4'hB : segdec = 7'b1111100; 
                4'hC : segdec = 7'b0111001; 
                4'hD : segdec = 7'b1011110; 
                4'hE : segdec = 7'b1111001; 
                4'hF : segdec = 7'b1110001; 
                default:segdec = 7'b1000000;
            endcase
        end
    endfunction
endmodule
==> results.ini <==
[sta]
post-route-period-util_pct = 95.7
slew_headroom_pct = 82.5
period_needed_ns = 1.15
hold_viol = 0
finalSetupViolCount = 0
drv_slew = 0
fmax_mhz = 870
rsz0062_at_grt = false
tightest_slew_ns = 0.260

[die]
die_x_um = 80
core_mm2 = 0.00342
fp_util_pct = 13.6
dieArea_mm2 = 0.00640
num_rows = 21
pin_count = 13
die_h_um = 80

[synth]
avgSynthCellArea_um2 = 11.3
yosys_warnings = 1
synth_cell_types = 24
yosysSeqAreaShare_pct = 30.3
synth_area_um2 = 463
yosys-stat-cells = 41
synth_flops = 7
ys_chip_area_um2 = 463
syn-instance-count = 41

[final_layout]
largest_register_ffs = 7
drive_gt1_share_pct = 41.9
top_register = segment
stdcell_area_um2 = 704
utilization_pct = 20.6
area_growth_pct = 52.2
top_regs = segment (7)
fin_cells = 108

[placement]
dp.cells = 104
place_congestion = 0.729
postPlaceCellArea_um2 = 677
hpwl_um = 820
port_buffers = 12

[detailed_routing]
drt_drc_violations_left = 0
wl_um = 907
drtAntennaViolNets = 0
num_antenna_cells = 0
wire_per_inst_um = 8.40
drtPass1Iterations = 2
avgViaCountPerCell = 3.22
vias = 348
drt_iter0_drc = 3

[hold_path]
min_path_type = primary input to flip-flop

[global_routing]
antenna_found_initial = 0
grt_pass1_vias = 333
grt_pass1_wl_mm = 1.37
grt.total_usage_pct = 2.56
grt_overflow = 0
grt_max_degree = 11

[critical_path]
path_cells = clkdlybuf4s50_1 > buf_6 > mux2_2 > a21oi_2
start_kind = primary input
crit_slowest_cell = clkdlybuf4s50_1
end_kind = flip-flop
crit_required_ns = 1.38
worstPathMaxFanout = 10
cpPeakStageDelay_ns = 0.47
crit_arrival_ns = 1.33
worstSetupPathType = primary input to flip-flop

[clocking]
clock-root-buffer = clkbuf_4
h-tree-depth = 1
cts.sinks = 7
cts_inserted_buffers = 3
cts_tree = done
cts_resized = 14
cts_hold_buf = 0
cts_setup_buffers = 0
cts.clk_slew.worst_paths_ns = 0.05
clk_path_buf_depth = 2

[power_and_ir_drop]
ir_drop_mv = 0.171
leakage_uw = 0.000313
power_density_mw_per_mm2 = 863

[status]
status = finished, final reports clean

[run]
warnings = 31
cap_violations = 0

==> cell usage in the layout (no fill, tap or decap), drive strengths merged <==
cell,netlist,layout
buf,2,7
a21oi,1,1
nor2,1,1
a211oi,1,1
mux2,3,3
and2b,2,2
nand3b,1,1
dlygate4sd2,0,9
clkbuf,0,4
a311oi,1,1
nor3b,1,1
inv,3,3
nand2b,1,1
o32ai,3,3
o31ai,1,1
ha,7,7
and2,1,1
nor3,1,1
nand2,1,1
clkdlybuf4s50,0,3
nor2b,2,2
o311a,1,1
dfxtp,7,7
==> power by group <==
group / leakage, uW / switching [uW] / internal, uW
clock: 0.0000150 / 75.8 / 126
sequential: 0.0000588 / 3.40 / 253
combinational: 0.000239 / 59.1 / 91.0
==> worst paths after layout <==
kind   start                     to  slack (ns)  cells after the start
max   num[3]  segment[6]$_SDFF_PN0_        0.05                      4
min   num[1]  segment[6]$_SDFF_PN0_        0.59                      4
==> layer usage <==
layer / global-route usage [%] / up-vias / share of wire [%]
met2: 3.61 / 10 / 40
met1: 3.03 / 147 / 42
met4: 0.704 / 0 / 0.66
met5: 0 / - / 0
met3: 1.82 / 2 / 16
li1: - / 189 / -
==> cells in the mapped netlist, drive strengths merged <==
library cell  count  area share, %
nor3              1            1.1
nand2b            1            1.4
and2b             2            4.1
nand2             1           0.81
nand3b            1            1.6
dfxtp             7             30
mux2              3            8.1
o31ai             1            1.6
a21oi             1            1.1
o32ai             3             11
o311a             1            2.4
buf               2            3.5
nor3b             1            1.6
a211oi            1            1.6
ha                7             19
nor2b             2            4.3
a311oi            1            1.9
inv               3            2.4
and2              1            1.9
nor2              1           0.81
==> final cells by class <==
| class | instances | area [um2] |
|---|---|---|
| timing repair buffer | 19 | 165 |
| inverter | 3 | 11.3 |
| clock buffer | 4 | 26.3 |
| tap | 46 | 57.6 |
| multi-input combinational | 29 | 304 |
| sequential | 7 | 140 |
| fill | 377 | 2710 |
==> through the flow <==
step / total power [uW] / setup TNS [ns] / setup slack [ns] / hold slack, ns
6_report: 608 / 0 / 0.0512 / 0.588
5_1_grt: 645 / 0 / 0.0131 / 0.645
4_1_cts: 622 / 0 / 0.0159 / 0.615
3_5_place_dp: 425 / -2.43 / -0.435 / 0.903
3_3_place_gp: 422 / -2.33 / -0.413 / 0.894
2_1_floorplan: 336 / 0 / 0.153 / 0.369
==> cell families after synthesis <==
| group | count (synthesis) | synth area share [%] |
|---|---|---|
| multiplexers | 3 | 8.11 |
| flip-flops | 7 | 30.3 |
| buffers and inverters | 5 | 5.94 |
| AND-OR/OR-AND | 8 | 19.2 |
| AND/OR/NAND/NOR | 11 | 17.6 |
| adder cells (fa/ha/maj) | 7 | 18.9 |
==> critical path: cells and delay by family <==
kind                   cells  cell delay [ns]
AND-OR/OR-AND              1             0.13
buffers and inverters      2             0.60
multiplexers               1             0.35
Power is estimated from default activity; no workload was simulated.
