--- flow/run.sh ---
#!/bin/bash
# OpenROAD 26Q1-2900-gdf79404cd8, Yosys 0.63+post, stock flow scripts
make -C /OpenROAD-flow-scripts/flow DESIGN_CONFIG=/design/flow/config.mk WORK_HOME=/design/flow/orfs finish
--- flow/config.mk ---
export PLATFORM = sky130hd
export DESIGN_NAME = convert_data_to_ascii
export DESIGN_NICKNAME = convert_data_to_ascii
export VERILOG_FILES = /design/flow/design.v
export SDC_FILE = /design/flow/constraint.sdc
export NUM_CORES = 4
export LEC_CHECK = 1
export CORE_AREA = 10 10 70 70
export DIE_AREA = 0 0 80 80
--- flow/constraint.sdc ---
current_design convert_data_to_ascii

set clk_period 2.5
set clk_io_pct 0.2

create_clock -name clk0 -period $clk_period [get_ports {clk}]

set non_clock_inputs [all_inputs -no_clocks]
set_input_delay [expr $clk_period * $clk_io_pct] -clock clk0 $non_clock_inputs
set_output_delay [expr $clk_period * $clk_io_pct] -clock clk0 [all_outputs]
--- flow/design.v ---
`timescale 1ns / 1ps
module convert_data_to_ascii(
	input wire clk
	,input wire [7:0] ascii_data
	, input wire rst
	, input wire input_strobe
	, output reg [3:0] decoded_hex_num
	, output reg convert_complete_toggle_signal);
    reg previous_input_strobe;
	reg input_strobe_buf;
	always @ (posedge clk) begin
        if(rst == 0) begin
			input_strobe_buf <= 0;
        end else begin
			input_strobe_buf <= input_strobe;
		end
	end
    always @ (posedge clk) begin
        if(rst == 0) begin
            decoded_hex_num <= 0;
            previous_input_strobe <= 0;
			convert_complete_toggle_signal <= 0;
        end else begin
            if(previous_input_strobe == input_strobe_buf) begin
            end else begin
                decoded_hex_num <= asciidec(ascii_data);
                previous_input_strobe <= input_strobe_buf;
				convert_complete_toggle_signal <= ~convert_complete_toggle_signal;
            end
        end
    end
    function [3:0]asciidec; 
    input [7:0] din;
    begin
        case(din)
            8'h30 : asciidec = 4'h0;
            8'h31 : asciidec = 4'h1;
            8'h32 : asciidec = 4'h2;
            8'h33 : asciidec = 4'h3;
            8'h34 : asciidec = 4'h4;
            8'h35 : asciidec = 4'h5;
            8'h36 : asciidec = 4'h6;
            8'h37 : asciidec = 4'h7;
            8'h38 : asciidec = 4'h8;
            8'h39 : asciidec = 4'h9;
            8'h61 : asciidec = 4'hA; 
            8'h62 : asciidec = 4'hB; 
            8'h63 : asciidec = 4'hC; 
            8'h64 : asciidec = 4'hD; 
            8'h65 : asciidec = 4'hE; 
            8'h66 : asciidec = 4'hF; 
            8'h41 : asciidec = 4'hA; 
            8'h42 : asciidec = 4'hB; 
            8'h43 : asciidec = 4'hC; 
            8'h44 : asciidec = 4'hD; 
            8'h45 : asciidec = 4'hE; 
            8'h46 : asciidec = 4'hF; 
            default:asciidec = 4'h0;
        endcase
    end
    endfunction
endmodule
==> summary.txt <==
The layout was made with Yosys and OpenROAD.

The count of routing violations after the opening detailed-route iteration is 15. The number of diodes is 0. The count of flip-flops with a built-in enable after synthesis is 0.

Setup slack on the critical path of the routed design comes to about 840 ps. The horizontal die size is ~80 um. The final clock period utilization by the worst path is around two thirds. Per the synth stats, the proportion of register bits with asynchronous set or reset is 0%.

Summing all flip-flop and latch instances after layout gives ~140 um2. At the floorplan stage, the core utilization is reported as approximately 11%. Summing internal, switching and leakage power gives 280 uW. The detailed placer reported the number of placed instances as roughly 100. After synthesis, the most frequently instantiated cells are sky130_fd_sc_hd__dfxtp_1, sky130_fd_sc_hd__nand3_1. According to the floorplan report, the die height is around 80 um. The number of global-route vias before repair came to 396.

The post-cts hold buffer count is 0. STA puts the critical path data required time at roughly 2700 ps. The synthesized netlist cell count is approximately 41.

Checking max transition, the worst relative margin is a little over two thirds. The number of synthesis warnings is 1. The number of clock buffers added by TritonCTS is 3.

The number of DRC violations after detailed routing is 0. Setup repair after global routing left no endpoint under its margin. The number of H-tree branching levels is 1.

The worst hold path belongs to the class flop to flop. The run finished with clean final reports. Entering global routing, the biggest net connects 9 pins. TritonCTS built the clock tree. Setup slack on the worst path after placement came out at approximately 580 ps. The sequential element share of the synthesized area is between 30% and 40%. The chip area line in the Yosys stat output reads around 370 um2. Summed over all cells, the static leakage comes to around 0.00020 uW. After floorplanning, the core was sized to cover between 3000 and 4000 um2. The critical path maximum fanout is 5. For this block, the via count after detailed routing is between 300 and 400. The final non-filler cell total is approximately 110. The most used flip-flop cell after synthesis is sky130_fd_sc_hd__dfxtp_1. The total standard cell area after synthesis is roughly 370 um2. The last weighted congestion value of the routability-driven placer is a little under 0.8.

The tally of unique sky130hd cells used after synthesis is 20. The areal power density over the cells is around 460 nW/um2. Across all register-to-register paths, the minimum setup slack is approximately 1400 ps. The cell at the root of the clock tree is sky130_fd_sc_hd__clkbuf_4.

The critical path class is primary input to flop. The clock skew is 0.269 ps. The synthesized area per cell is between 9 and 10 um2. Looking at the worst setup and hold paths, the clock pins of their registers show a slew of 50 ps. The number of clock sinks is 7. The clock period minus final worst setup slack is between 1500 and 2000 ps. The slew at the pin with the worst max-slew slack is between 400 and 500 ps. The cell with the most instances after synthesis is sky130_fd_sc_hd__dfxtp_1. Dividing the detail-routed wire length by the instance count gives 9.66 um. The pre-antenna-repair detailed-routing pass consisted of 3 iterations. After routing, the total negative slack on setup checks comes to 0 ps. Once detail routing completed, the nets flagged for antenna violations numbered 0. The cell type that accounts for the most area after synthesis is sky130_fd_sc_hd__dfxtp_1. Per the final report, max-transition violations number 0. The port buffer count is 15.

The number of resized instances in the post-cts repair step is 0. In the final report, the number of endpoints failing setup comes to 0. The clock latency on the worst-skew pair is ~240 ps.

Buffers added to address setup during post-CTS repair amount to 0. The type of origin of the critical path is a primary input. The tool warning count for the run is 25.

The layout overhead on the synthesized area is 62.8%. The number of antenna violations at the first check in global routing is 0. The routed wire length is 1020 um. Using the TritonRoute via totals, the vias-per-cell ratio works out to ~3.5.

The estimated wirelength of the detail-placed design is between 800 and 900 um. In this run the biggest area consumer among cell types represents between 30% and 40% of the synthesized area. Across every metal layer, demand over resource in global routing totals roughly 3.2%. Per STA, the highest per-stage delay on the worst path measures between 400 and 500 ps. In the final layout, the share of cells above drive strength 1 is approximately 8.3%. The layout report lists the multi-input gate area as 233 um2. On the critical path, the stage with the largest delay is an instance of sky130_fd_sc_hd__clkdlybuf4s50_1.

The yosys cell count is 41. The number of core rows is 21. The number of maximum-capacitance violations is 0. By area the synthesized netlist is led by sky130_fd_sc_hd__dfxtp_1, sky130_fd_sc_hd__nand3_1, sky130_fd_sc_hd__a31oi_1. The nature of the critical path endpoint is a flop.

The worst voltage drop across the vdd grid is a little over 0.09 mV. The endpoint arrival time on the critical path is 1840 ps. The number of synthesized register bits is 7.

In this run the full chip footprint comes out at ~6400 um2. The peak clock frequency supported by timing is between 600 and 700 MHz. The number of fill cells is a little under 400. In the final report, the number of hold violations comes to 0. Per STA, the worst path is made up of clkdlybuf4s50_1, nor3b_4, or4b_1, a21oi_1. The global-route wire length before repair is 1730 um. The total global routing overflow is 0. The longest clock path from root to sink contains 2 buffers. 16 I/O pins were placed.
==> cell families after synthesis <==
family | Yosys count | share of synthesized area, %
simple gates | 20 | 37.9
flops | 7 | 37.6
xor+xnor | 3 | 7.05
compound gates | 11 | 17.4
==> path summary, 6_finish.rpt <==
check                      from                  to  cells after the start
min reg2reg  decoded_hex_num[1]  decoded_hex_num[1]                      2
min          decoded_hex_num[1]  decoded_hex_num[1]                      2
max               ascii_data[4]  decoded_hex_num[0]                      4
max reg2reg    input_strobe_buf  decoded_hex_num[2]                      3
==> layer usage <==
metal / track usage [%] / vias to the layer above / share of wire (%)
met5: 0 / - / 0
met4: 1.23 / 0 / 2.6
met3: 1.36 / 2 / 7.2
met2: 5.14 / 9 / 48
met1: 3.67 / 170 / 42
li1: - / 195 / -
==> worst max-delay path: cells and delay by family <==
kind / cells / cell delay (ps)
buf+inv: 1 / 470
compound gates: 1 / 120
simple gates: 2 / 740
==> final cells by class <==
class,count,area share [%]
Tap cell,46,9.48
Multi-Input combinational cell,34,38.4
Timing Repair Buffer,15,24.7
Sequential cell,7,23.1
Clock buffer,4,4.33
==> through the flow <==
| step | hold slack (ps) | instance area [um2] | util, % |
|---|---|---|---|
| after CTS | 499 | 607 | 17.8 |
| final | 496 | 607 | 17.8 |
| after detailed placement | 483 | 581 | 17.0 |
| after floorplan | 423 | 373 | - |
| after global placement | 474 | 581 | 17.0 |
| after global routing | 526 | 607 | 17.8 |
==> power by group <==
group / switching (uW) / leakage [uW] / internal (uW)
clock network: 38.5 / 0.0000150 / 60.7
registers: 4.29 / 0.0000574 / 119
logic: 22.3 / 0.000127 / 35.2
==> registers in the layout (all words and copies together), names as in the netlist <==
| signal | flops |
|---|---|
| convert_complete_toggle_signal | 1 |
| decoded_hex_num | 4 |
| input_strobe_buf | 1 |
| previous_input_strobe | 1 |
==> cell usage in the layout (no fill, tap or decap), types with 2 or more instances in the layout <==
master	n
sky130_fd_sc_hd__clkdlybuf4s50_1	15
sky130_fd_sc_hd__a21oi_1	3
sky130_fd_sc_hd__dfxtp_1	7
sky130_fd_sc_hd__clkbuf_4	3
sky130_fd_sc_hd__nand3_1	5
sky130_fd_sc_hd__nor2b_1	2
sky130_fd_sc_hd__xnor2_1	2
sky130_fd_sc_hd__nand4_1	2
sky130_fd_sc_hd__a31oi_1	3
sky130_fd_sc_hd__o21ai_0	3
sky130_fd_sc_hd__and2_1	3
Power and IR drop assume default switching activity.
